===== flow/config.mk =====
export PLATFORM = sky130hd
export DESIGN_NAME = iceblips
export DESIGN_NICKNAME = iceblips
export VERILOG_FILES = /design/flow/design.v
export SDC_FILE = /design/flow/constraint.sdc
export NUM_CORES = 4
export LEC_CHECK = 1
export CORE_UTILIZATION = 30
export SYNTH_HDL_FRONTEND = slang
export SYNTH_MEMORY_MAX_BITS = 65536

===== flow/constraint.sdc =====
current_design iceblips

set clk_period 2.1
set clk_io_pct 0.2

create_clock -name clk0 -period $clk_period [get_ports {raw_clk}]

set non_clock_inputs [all_inputs -no_clocks]
set_input_delay [expr $clk_period * $clk_io_pct] -clock clk0 $non_clock_inputs
set_output_delay [expr $clk_period * $clk_io_pct] -clock clk0 [all_outputs]

===== flow/design.v =====
module iceblips
(
  output [7:0] leds,
  output [3:0] column,
  input raw_clk,
  input pin_k1,
  input pin_k2,
  input pin_k3,
  input pin_k4,
  output pin_r0,
  output pin_r1,
  output pin_r2,
  output pin_r3,
  output pin_r4,
  output pin_r5,
  output pin_r6,
  output pin_r7
);
tms1000 tms1000_0
(
  .leds                  (leds),
  .column                (column),
  .raw_clk               (raw_clk),
  .pin_k1                (pin_k1),
  .pin_k2                (pin_k2),
  .pin_k3                (pin_k3),
  .pin_k4                (pin_k4),
  .pin_r0                (pin_r0),
  .pin_r1                (pin_r1),
  .pin_r2                (pin_r2),
  .pin_r3                (pin_r3),
  .pin_r4                (pin_r4),
  .pin_r5                (pin_r5),
  .pin_r6                (pin_r6),
  .pin_r7                (pin_r7),
  .button_reset          (1'b1),
  .button_halt           (1'b1),
  .button_program_select (1'b1),
  .button_0              (1'b1)
);
endmodule
module tms1000
(
  output [7:0] leds,
  output [3:0] column,
  input raw_clk,
  input pin_k1,
  input pin_k2,
  input pin_k3,
  input pin_k4,
  output pin_r0,
  output pin_r1,
  output pin_r2,
  output pin_r3,
  output pin_r4,
  output pin_r5,
  output pin_r6,
  output pin_r7,
  output pin_r8,
  output pin_r9,
  output pin_r10,
  output pin_o0,
  output pin_o1,
  output pin_o2,
  output pin_o3,
  output pin_o4,
  output pin_o5,
  output pin_o6,
  output pin_o7,
  input  button_reset,
  input  button_halt,
  input  button_program_select,
  input  button_0
);
reg [7:0] leds_value;
reg [3:0] column_value;
assign leds = leds_value;
assign column = column_value;
reg [3:0] ram [63:0];
reg [3:0] ram_temp;
reg [7:0] rom [1023:0];
initial begin
  $readmemh("rom.txt", rom);
end
reg [21:0] count = 0;
reg [2:0] state = 0;
reg [19:0] clock_div;
reg [14:0] delay_loop;
wire clk;
assign clk = clock_div[5];
reg [3:0] reg_a;
reg [1:0] reg_x;
reg [3:0] reg_y;
wire[5:0] reg_xy;
assign reg_xy = { reg_x, reg_y };
reg [3:0] page = 0;
reg [5:0] pc = 0;
reg [7:0] instruction;
wire [3:0] const4;
assign const4 = {
  instruction[0], instruction[1], instruction[2], instruction[3]
};
wire [1:0] const2;
assign const2 = { instruction[0], instruction[1] };
reg cl;
reg [3:0] pb;
reg [5:0] sr;
reg flag_s = 0;
reg update_s = 0;
wire [3:0] pins_k;
reg [10:0] pins_r = 0;
reg [7:0]  pins_o = 0;
assign pins_k = { pin_k4, pin_k3, pin_k2, pin_k1 };
assign pin_r0  = pins_r[0];
assign pin_r1  = pins_r[1];
assign pin_r2  = pins_r[2];
assign pin_r3  = pins_r[3];
assign pin_r4  = pins_r[4];
assign pin_r5  = pins_r[5];
assign pin_r6  = pins_r[6];
assign pin_r7  = pins_r[7];
assign pin_r8  = pins_r[8];
assign pin_r9  = pins_r[9];
assign pin_r10 = pins_r[10];
assign pin_o0 = pins_o[0];
assign pin_o1 = pins_o[1];
assign pin_o2 = pins_o[2];
assign pin_o3 = pins_o[3];
assign pin_o4 = pins_o[4];
assign pin_o5 = pins_o[5];
assign pin_o6 = pins_o[6];
assign pin_o7 = pins_o[7];
always @(posedge raw_clk) begin
  count <= count + 1;
  clock_div <= clock_div + 1;
end
always @(posedge raw_clk) begin
  case (count[9:7])
    3'b000: begin column_value <= 4'b0111; leds_value <= ~{ reg_x, reg_y }; end
    3'b010: begin column_value <= 4'b1011; leds_value <= ~{ flag_s, reg_a }; end
    3'b100: begin column_value <= 4'b1101; leds_value <= ~{ page[1:0], pc[5:0] }; end
    3'b110: begin column_value <= 4'b1110; leds_value <= ~state; end
    default: begin column_value <= 4'b1111; leds_value <= 8'hff; end
  endcase
end
parameter STATE_RESET =         0;
parameter STATE_DELAY_LOOP =    1;
parameter STATE_FETCH_OP_0 =    2;
parameter STATE_START_DECODE =  3;
parameter STATE_FINISH =        4;
parameter STATE_HALTED =        6;
parameter STATE_ERROR =         7;
always @(posedge clk) begin
  if (!button_reset)
    state <= STATE_RESET;
  else if (!button_halt) begin
    state <= STATE_HALTED;
  end else begin
    case (state)
      STATE_RESET:
        begin
          flag_s <= 0;
          sr <= 0;
          cl <= 0;
          page <= 4'hf;
          pb <= 4'hf;
          pins_o <= 0;
          pins_r <= 0;
          delay_loop <= 12000;
          state <= STATE_DELAY_LOOP;
        end
      STATE_DELAY_LOOP:
        begin
          if (delay_loop == 0) begin
            if (button_program_select) begin
              pc <= 0;
              state <= STATE_FETCH_OP_0;
            end else begin
              pc <= 0;
            end
          end else begin
            delay_loop <= delay_loop - 1;
          end
        end
      STATE_FETCH_OP_0:
        begin
          instruction <= rom[{ page, pc }];
          ram_temp <= ram[reg_xy];
          if (pc == 6'h1f) begin
            pc <= { pc[4:0], 1'b1 };
          end else if (pc == 6'h3f) begin
            pc <= { pc[4:0], 1'b0 };
          end else begin
            pc <= { pc[4:0], ~(pc[5] ^ pc[4]) };
          end
          update_s <= 1;
          state <= STATE_START_DECODE;
        end
      STATE_START_DECODE:
        begin
          case (instruction[7:6])
            2'b00:
              begin
                case (instruction[5:4])
                  2'b00:
                    case (instruction[3:0])
                      4'b0000: reg_x <= ~reg_x;
                      4'b0001: { update_s, reg_a } <= reg_a + 8;
                      4'b0010: update_s <= reg_y != reg_a;
                      4'b0011: ram[reg_xy] <= reg_a;
                      4'b0100: begin ram[reg_xy] <= reg_a; reg_a <= 0; end
                      4'b0101: { update_s, reg_a } <= reg_a + 10;
                      4'b0110: { update_s, reg_a } <= reg_a + 6;
                      4'b0111: { update_s, reg_a } <= { 1'b1, reg_a } - 1;
                      4'b1000: reg_a <= pins_k;
                      4'b1001: update_s <= pins_k != 0;
                      4'b1010:
                        begin
                          if (flag_s == 0) begin
                            pins_o <= { 3'b0000, reg_a };
                          end else begin
                            case (reg_a)
                              8'h0: pins_o <= 8'b01111110;
                              8'h1: pins_o <= 8'b00110000;
                              8'h2: pins_o <= 8'b01101101;
                              8'h3: pins_o <= 8'b01111001;
                              8'h4: pins_o <= 8'b00110011;
                              8'h5: pins_o <= 8'b01011011;
                              8'h6: pins_o <= 8'b01011111;
                              8'h7: pins_o <= 8'b01110000;
                              8'h8: pins_o <= 8'b01111111;
                              8'h9: pins_o <= 8'b01111011;
                              8'ha: pins_o <= 8'b01110111;
                              8'hb: pins_o <= 8'b00011111;
                              8'hc: pins_o <= 8'b01001110;
                              8'hd: pins_o <= 8'b00111101;
                              8'he: pins_o <= 8'b01001111;
                              8'hf: pins_o <= 8'b01000111;
                            endcase
                          end
                        end
                      4'b1011: pins_o <= 0;
                      4'b1100: pins_r[reg_y[3:0]] <= 0;
                      4'b1101: pins_r[reg_y[3:0]] <= 1;
                      4'b1110: reg_a <= reg_a + 1;
                      4'b1111:
                        begin
                          if (cl == 1) begin
                            pc <= sr;
                            cl <= 0;
                          end
                          page <= pb;
                        end
                    endcase
                  2'b01:
                    pb <= const4;
                  2'b10:
                    case (instruction[3:0])
                      4'b0000:
                        begin
                          ram[reg_xy] <= reg_a;
                          reg_y <= reg_y + 1;
                        end
                      4'b0001: reg_a <= ram_temp;
                      4'b0010: reg_y <= ram_temp;
                      4'b0011: reg_a <= reg_y;
                      4'b0100: reg_y <= reg_a;
                      4'b0101: { update_s, reg_a } <= reg_a + ram_temp;
                      4'b0110: update_s <= ram_temp != 0;
                      4'b0111:
                        begin
                          { update_s, reg_a } <= { 1'b1, ram_temp } - reg_a;
                        end
                      4'b1000: { update_s, reg_a } <= ram_temp + 1;
                      4'b1001: update_s <= (reg_a <= ram_temp);
                      4'b1010: { update_s, reg_a } <= { 1'b1, ram_temp } - 1;
                      4'b1011: { update_s, reg_y } <= reg_y + 1;
                      4'b1100: { update_s, reg_y } <= { 1'b1, reg_y } - 1;
                      4'b1101:
                        begin
                          reg_a <= -reg_a;
                          update_s <= reg_a == 0;
                        end
                      4'b1110:
                        begin
                          reg_a <= ram_temp;
                          ram[reg_xy] <= reg_a;
                        end
                      4'b1111: reg_a <= 0;
                    endcase
                  2'b11:
                    case (instruction[3:2])
                      2'b00: ram[reg_xy][const2] <= 1;
                      2'b01: ram[reg_xy][const2] <= 0;
                      2'b10: update_s <= ram_temp[const2];
                      2'b11: reg_x <= { const2 };
                    endcase
                endcase
              end
            2'b01:
              begin
                case (instruction[5:4])
                  2'b00: reg_y <= const4;
                  2'b01: update_s <= (ram_temp != const4);
                  2'b10:
                    begin
                      ram[reg_xy] <= const4;
                      reg_y <= reg_y + 1;
                    end
                  2'b11: update_s <= (reg_a <= const4);
                endcase
              end
            2'b10:
              begin
                if (flag_s == 1) begin
                  pc <= instruction[5:0];
                  if (cl == 0) begin
                    page <= pb;
                  end
                end
              end
            2'b11:
              begin
                if (flag_s == 1) begin
                  pc <= instruction[5:0];
                  if (cl == 0) begin
                    sr <= pc;
                    page <= pb;
                    pb <= page;
                    cl <= 1;
                  end else begin
                    pb <= page;
                  end
                end
              end
          endcase
          state <= STATE_FINISH;
        end
      STATE_FINISH:
        begin
          flag_s <= update_s;
          state <= STATE_FETCH_OP_0;
        end
      STATE_HALTED:
        begin
          state <= STATE_HALTED;
        end
      STATE_ERROR:
        begin
          state <= STATE_ERROR;
        end
    endcase
  end
end
endmodule

===== flow/run.sh =====
#!/bin/bash
# OpenROAD 26Q1-2900-gdf79404cd8, Yosys 0.63+post, stock flow scripts
make -C /OpenROAD-flow-scripts/flow DESIGN_CONFIG=/design/flow/config.mk WORK_HOME=/design/flow/orfs finish

==> flow_metrics.py <==
# Flow results
metrics = {
    "run_status": {
        "status": "finished, final reports clean",
    },
    "job": {
        "warning_count": 30,
        "maxCapViolCount": 0,
    },
    "die": {
        "core_area_sq_um": 8220,
        "fp-utilization": 0.309,
        "die_h_microns": 94.0,
        "pin_count": 25,
        "chipArea_sq_um": 8840,
        "die-width_microns": 94.0,
        "num_rows": 33,
    },
    "timing": {
        "unclocked_pins": 30,
        "slew-limit-headroom": 0.661,
        "finalSetupViolCount": 0,
        "untimed_endpoints": 60,
        "finalCritPeriodShare": 0.689,
        "hold-worst-slack_ns": 0.403,
        "tightest_slew_ns": 0.508,
        "rsz0062_at_grt": "no",
        "timing.final.max_slew_violations": 0,
        "fmax_mhz": 691,
        "fin_ws_ns": 0.653,
        "fin_worst_skew_ns": 0.00473,
        "tns_ns": 0,
        "period_minus_slack_ns": 1.45,
        "hold_viol_final": 0,
    },
    "critical_path": {
        "arrival_ns": 1.03,
        "cp_max_fo": 1,
        "cp.buffers_inverters": 1,
        "required_ns": 1.68,
        "crit_chain": "clkdlybuf4s50_1",
        "cp_slowest_cell": "clkdlybuf4s50_1",
        "critPathLaunchType": "register",
        "cp_top_family": "buffers and inverters",
        "cp-end-kind": "primary output",
        "crit_path_max_incr_delay_ns": 0.45,
        "critPathKind": "register to primary output",
    },
    "clock_tree": {
        "clkTransAtPathRegs_ns": 0.09,
        "cts_setup_buffers": 0,
        "cts_buffer_depth": 2,
        "clkLatencyLatePin_ns": 0.26,
        "cts_resized": 0,
        "htree_levels": 1,
        "cts_tree": "built",
        "clock_tree.root_cell": "clkbuf_8",
        "numCtsBuffers": 3,
        "hold_buffers": 0,
    },
    "logic_synthesis": {
        "synth_seq_share": 0.575,
        "edf_count": 30,
        "netlist_instances": 229,
        "synth_flops": 58,
        "yosysUniqueCellTypes": 37,
        "syn_avg_cell_area_sq_um": 11.1,
        "synth_area_sq_um": 2540,
        "ys_cells": 229,
        "async_reset_ff_frac": 0,
        "yosys_area_sq_um": 2540,
        "synth_warnings": 0,
        "ff_type": "edfxtp_1",
    },
    "route": {
        "num_antenna_cells": 0,
        "vias": 1537,
        "ant_nets": 0,
        "dr.pass1.iters": 4,
        "wl_per_cell_microns": 10.5,
        "vias_per_cell": 4.53,
        "dr.first_iter.drc_count": 87,
        "drc_errors": 0,
        "drt-total-wl_mm": 3.55,
    },
    "placement": {
        "port_buffers": 12,
        "dp_cells": 335,
        "dp_hpwl_mm": 2.47,
        "gp_congestion": 0.760,
        "post-place-ws_ns": 0.940,
    },
    "global_routing": {
        "grt_pass1_vias": 1378,
        "grt_pass1_wl_mm": 6.29,
        "grt_max_degree": 31,
        "globalRoute.totalOverflow": 0,
        "antenna_found_initial": 0,
        "grtUsageTotal": 0.0900,
    },
    "pwr": {
        "p_per_area_nw_per_um2": 303,
        "vdd_drop_max_mv": 0.242,
        "finalPower_w": 0.000846,
        "power_leakage_nw": 1.10,
    },
    "finish": {
        "area_growth_pct": 9.80,
        "comb_area_sq_um": 946,
        "drive_above_1_share": 0.0940,
        "regArea_sq_um": 1460,
        "n_fill_cell": 816,
        "stdcell_count": 339,
    },
    "hold_path": {
        "min_path_type": "register to register",
    },
}
-- worst paths after layout --
check                                            start                endpoint  slack [ns]  cells past startpoint
worst max-delay path               tms1000_0.column[3]               column[3]        0.65                      1
worst min register to register  tms1000_0.clock_div[0]  tms1000_0.clock_div[0]        0.40                      1
worst min-delay path            tms1000_0.clock_div[0]  tms1000_0.clock_div[0]        0.40                      1
worst max register to register      tms1000_0.count[8]      tms1000_0.count[9]        0.95                      3
-- through the flow --
stage	cell area (sq um)	utilization
after floorplan	2570	-
after global placement	2730	0.333
after detailed placement	2730	0.333
after CTS	2790	0.339
after global routing	2790	0.339
final	2790	0.339
-- cell type report --
type | count | share of cell area
timing repair buffer | 15 | 0.0511
inverter | 14 | 0.0188
clock buffer | 4 | 0.0197
sequential | 58 | 0.524
multi-input combinational | 143 | 0.339
tap | 105 | 0.0471
-- registers in the layout, indices dropped and copies added (netlist names) --
register	flops
tms1000_0.clock_div	6
tms1000_0.column	4
tms1000_0.count	10
tms1000_0.delay_loop	15
tms1000_0.flag_s	1
tms1000_0.leds	8
tms1000_0.page	2
tms1000_0.pb	2
tms1000_0.pc	6
tms1000_0.state	3
tms1000_0.update_s	1
-- layout by cell type (no fill, tap or decap), drive strengths merged --
master	n
o211ai	1
nand3b	2
nand2b	2
mux2i	7
nand2	8
or4	6
a211oi	1
or2	8
o21ai	6
or3	4
ha	5
a21oi	3
nand4	3
o31ai	4
nor2	13
nand3	11
edfxtp	30
dfxtp	28
nor2b	2
xor2	6
inv	14
buf	3
clkbuf	4
clkdlybuf4s50	12
xnor2	11
or3b	2
a21o	5
conb	8
or4b	1
nor4	8
and2	2
o41ai	1
nor3b	2
and3	7
nor3	4
-- logic make-up after synthesis --
logic type | synth area share
other | 0.00148
flip-flops | 0.575
AND-OR/OR-AND | 0.0567
AND/OR/NAND/NOR | 0.191
XOR/XNOR | 0.0586
multiplexers | 0.0276
adder cells (fa/ha/maj) | 0.0246
buffers and inverters | 0.0645
-- synth_stat cells (all sizes together) (3+ instances only) --
cell,count,area (sq um)
xor2,6,52.6
mux2i,7,70.1
o31ai,4,30.0
xnor2,11,96.3
clkbuf,11,41.3
a21o,5,37.5
nand2,8,30.0
ha,5,62.6
nor3,4,20.0
dfxtp,28,561
and3,7,43.8
a21oi,3,15.0
nor4,8,50.1
o21ai,6,37.5
or3,4,25.0
nand4,3,18.8
inv,14,52.6
nor2,13,48.8
or2,8,50.1
or4,6,48.8
nand3,11,55.1
buf,10,70.1
edfxtp,30,901
-- routing by layer --
metal | track usage | part of all wire
met3 | 0.0173 | 0.033
met2 | 0.139 | 0.43
met5 | 0 | 0
met4 | 0.00385 | 0
met1 | 0.144 | 0.53
-- where the power goes --
group / internal, W / switching (W) / total (W)
Sequential: 0.000530 / 0 / 0.000530
Clock: 0.000167 / 0.000148 / 0.000315
Combinational: 0 / 0.000000232 / 0.000000232
Total: 0.000698 / 0.000148 / 0.000846
Power figures rest on the tool's default switching activity, not on a simulated workload.

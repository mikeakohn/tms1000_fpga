==> flow/design.v <==
module tms1100
(
  output [7:0] leds,
  output [3:0] column,
  input raw_clk,
  input pin_k1,
  input pin_k2,
  input pin_k3,
  input pin_k4,
  output pin_r0,
  output pin_r1,
  output pin_r2,
  output pin_r3,
  output pin_r4,
  output pin_r5,
  output pin_r6,
  output pin_r7,
  output pin_r8,
  output pin_r9,
  output pin_r10,
  output pin_o0,
  output pin_o1,
  output pin_o2,
  output pin_o3,
  output pin_o4,
  output pin_o5,
  output pin_o6,
  output pin_o7,
  input  button_reset,
  input  button_halt,
  input  button_program_select,
  input  button_0
);
reg [7:0] leds_value;
reg [3:0] column_value;
assign leds = leds_value;
assign column = column_value;
reg [3:0] ram [127:0];
reg [3:0] ram_temp;
reg [7:0] rom [2047:0];
initial begin
  $readmemh("rom.txt", rom);
end
reg [21:0] count = 0;
reg [2:0] state = 0;
reg [19:0] clock_div;
reg [14:0] delay_loop;
wire clk;
assign clk = clock_div[5];
reg [3:0] reg_a;
reg [2:0] reg_x;
reg [3:0] reg_y;
wire[6:0] reg_xy;
assign reg_xy = { reg_x, reg_y };
reg chapter = 0;
reg [3:0] page = 0;
reg [5:0] pc = 0;
reg [7:0] instruction;
wire [3:0] const4;
assign const4 = {
  instruction[0], instruction[1], instruction[2], instruction[3]
};
wire [1:0] const2;
assign const2 = { instruction[0], instruction[1] };
wire [1:0] const3;
assign const3 = { instruction[0], instruction[1], instruction[2] };
reg cl;
reg cb;
reg cs;
reg [3:0] pb;
reg [5:0] sr;
reg flag_s = 0;
reg update_s = 0;
wire [3:0] pins_k;
reg [10:0] pins_r = 0;
reg [7:0]  pins_o = 0;
assign pins_k = { pin_k4, pin_k3, pin_k2, pin_k1 };
assign pin_r0  = pins_r[0];
assign pin_r1  = pins_r[1];
assign pin_r2  = pins_r[2];
assign pin_r3  = pins_r[3];
assign pin_r4  = pins_r[4];
assign pin_r5  = pins_r[5];
assign pin_r6  = pins_r[6];
assign pin_r7  = pins_r[7];
assign pin_r8  = pins_r[8];
assign pin_r9  = pins_r[9];
assign pin_r10 = pins_r[10];
assign pin_o0 = pins_o[0];
assign pin_o1 = pins_o[1];
assign pin_o2 = pins_o[2];
assign pin_o3 = pins_o[3];
assign pin_o4 = pins_o[4];
assign pin_o5 = pins_o[5];
assign pin_o6 = pins_o[6];
assign pin_o7 = pins_o[7];
always @(posedge raw_clk) begin
  count <= count + 1;
  clock_div <= clock_div + 1;
end
always @(posedge raw_clk) begin
  case (count[9:7])
    3'b000: begin column_value <= 4'b0111; leds_value <= ~{ reg_x, reg_y }; end
    3'b010: begin column_value <= 4'b1011; leds_value <= ~{ flag_s, reg_a }; end
    3'b100: begin column_value <= 4'b1101; leds_value <= ~{ page[1:0], pc[5:0] }; end
    3'b110: begin column_value <= 4'b1110; leds_value <= ~state; end
    default: begin column_value <= 4'b1111; leds_value <= 8'hff; end
  endcase
end
parameter STATE_RESET =         0;
parameter STATE_DELAY_LOOP =    1;
parameter STATE_FETCH_OP_0 =    2;
parameter STATE_START_DECODE =  3;
parameter STATE_FINISH =        4;
parameter STATE_HALTED =        6;
parameter STATE_ERROR =         7;
always @(posedge clk) begin
  if (!button_reset)
    state <= STATE_RESET;
  else if (!button_halt) begin
    state <= STATE_HALTED;
  end else begin
    case (state)
      STATE_RESET:
        begin
          flag_s <= 0;
          sr <= 0;
          cs <= 0;
          cb <= 0;
          cl <= 0;
          chapter <= 0;
          page <= 4'hf;
          pb <= 4'hf;
          pins_o <= 0;
          pins_r <= 0;
          delay_loop <= 12000;
          state <= STATE_DELAY_LOOP;
        end
      STATE_DELAY_LOOP:
        begin
          if (delay_loop == 0) begin
            if (button_program_select) begin
              pc <= 0;
              state <= STATE_FETCH_OP_0;
            end else begin
              pc <= 0;
            end
          end else begin
            delay_loop <= delay_loop - 1;
          end
        end
      STATE_FETCH_OP_0:
        begin
          instruction <= rom[{ chapter, page, pc }];
          ram_temp <= ram[reg_xy];
          if (pc == 6'h1f) begin
            pc <= { pc[4:0], 1'b1 };
          end else if (pc == 6'h3f) begin
            pc <= { pc[4:0], 1'b0 };
          end else begin
            pc <= { pc[4:0], ~(pc[5] ^ pc[4]) };
          end
          update_s <= 1;
          state <= STATE_START_DECODE;
        end
      STATE_START_DECODE:
        begin
          case (instruction[7:6])
            2'b00:
              begin
                case (instruction[5:4])
                  2'b00:
                    case (instruction[3:0])
                      4'b0000: flag_s <= ram_temp != reg_a;
                      4'b0001: update_s <= (reg_a <= ram_temp);
                      4'b0010: update_s <= reg_y != reg_a;
                      4'b0011:
                        begin
                          reg_a <= ram_temp;
                          ram[reg_xy] <= reg_a;
                        end
                      4'b0100: { update_s, reg_y } <= { 1'b1, reg_y } - 1;
                      4'b0101: { update_s, reg_y } <= reg_y + 1;
                      4'b0110: { update_s, reg_a } <= reg_a + ram_temp;
                      4'b0111: { update_s, reg_a } <= { 1'b1, ram_temp } - 1;
                      4'b1000: reg_a <= pins_k;
                      4'b1001: reg_x[2] <= ~reg_x[2];
                      4'b1010:
                        begin
                          if (flag_s == 0) begin
                            pins_o <= { 3'b0000, reg_a };
                          end else begin
                            case (reg_a)
                              8'h0: pins_o <= 8'b01111110;
                              8'h1: pins_o <= 8'b00110000;
                              8'h2: pins_o <= 8'b01101101;
                              8'h3: pins_o <= 8'b01111001;
                              8'h4: pins_o <= 8'b00110011;
                              8'h5: pins_o <= 8'b01011011;
                              8'h6: pins_o <= 8'b01011111;
                              8'h7: pins_o <= 8'b01110000;
                              8'h8: pins_o <= 8'b01111111;
                              8'h9: pins_o <= 8'b01111011;
                              8'ha: pins_o <= 8'b01110111;
                              8'hb: pins_o <= 8'b00011111;
                              8'hc: pins_o <= 8'b01001110;
                              8'hd: pins_o <= 8'b00111101;
                              8'he: pins_o <= 8'b01001111;
                              8'hf: pins_o <= 8'b01000111;
                            endcase
                          end
                        end
                      4'b1011: cb <= ~cb;
                      4'b1100: pins_r[reg_y[3:0]] <= 0;
                      4'b1101: pins_r[reg_y[3:0]] <= 1;
                      4'b1110: update_s <= pins_k != 0;
                      4'b1111:
                        begin
                          if (cl == 1) begin
                            pc <= sr;
                            chapter <= cs;
                            cl <= 0;
                          end
                          page <= pb;
                        end
                    endcase
                  2'b01:
                    pb <= const4;
                  2'b10:
                    if (instruction[3] == 1) begin
                      reg_x <= { const3 };
                    end else begin
                      case (instruction[2:0])
                        3'b000: reg_y <= reg_a;
                        3'b001: reg_a <= ram_temp;
                        3'b010: reg_y <= ram_temp;
                        3'b011: reg_a <= reg_y;
                        3'b100:
                          begin
                            ram[reg_xy] <= reg_a;
                            { update_s, reg_y } <= { 1'b1, reg_y } - 1;
                          end
                        3'b101:
                          begin
                            ram[reg_xy] <= reg_a;
                            { update_s, reg_y } <= { 1'b0, reg_y } + 1;
                          end
                        3'b110: begin ram[reg_xy] <= reg_a; reg_a <= 0; end
                        3'b111: ram[reg_xy] <= reg_a;
                      endcase
                    end
                  2'b11:
                    case (instruction[3:2])
                      2'b00: ram[reg_xy][const2] <= 1;
                      2'b01: ram[reg_xy][const2] <= 0;
                      2'b10: update_s <= ram_temp[const2];
                      2'b11:
                        case (instruction[1:0])
                          2'b00:
                            begin
                              { update_s, reg_a } <= { 1'b1, ram_temp } - reg_a;
                            end
                          2'b01:
                            begin
                              reg_a <= -reg_a;
                              update_s <= reg_a == 0;
                            end
                          2'b10: { update_s, reg_a } <= ram_temp + 1;
                          2'b11: update_s <= ram_temp != 0;
                        endcase
                    endcase
                endcase
              end
            2'b01:
              begin
                case (instruction[5:4])
                  2'b00: reg_y <= const4;
                  2'b01: update_s <= (ram_temp != const4);
                  2'b10:
                    begin
                      ram[reg_xy] <= const4;
                      reg_y <= reg_y + 1;
                    end
                  2'b11:
                    case (instruction[3:0])
                      4'b0000: { update_s, reg_a } <= { 1'b0, reg_a } + 1;
                      4'b0001: { update_s, reg_a } <= reg_a + 9;
                      4'b0010: { update_s, reg_a } <= reg_a + 5;
                      4'b0011: { update_s, reg_a } <= reg_a + 13;
                      4'b0100: { update_s, reg_a } <= reg_a + 3;
                      4'b0101: { update_s, reg_a } <= reg_a + 11;
                      4'b0110: { update_s, reg_a } <= reg_a + 7;
                      4'b0111: { update_s, reg_a } <= { 1'b1, reg_a } - 1;
                      4'b1000: { update_s, reg_a } <= reg_a + 2;
                      4'b1001: { update_s, reg_a } <= reg_a + 10;
                      4'b1010: { update_s, reg_a } <= reg_a + 6;
                      4'b1011: { update_s, reg_a } <= reg_a + 14;
                      4'b1100: { update_s, reg_a } <= reg_a + 4;
                      4'b1101: { update_s, reg_a } <= reg_a + 12;
                      4'b1110: { update_s, reg_a } <= reg_a + 8;
                      4'b1111: reg_a <= 0;
                    endcase
                endcase
              end
            2'b10:
              begin
                if (flag_s == 1) begin
                  if (cl == 0) begin
                    page <= pb;
                  end
                  chapter <= cb;
                  pc <= instruction[5:0];
                end
              end
            2'b11:
              begin
                if (flag_s == 1) begin
                  if (cl == 0) begin
                    cs <= chapter;
                    sr <= pc;
                    page <= pb;
                    pb <= page;
                    cl <= 1;
                  end else begin
                    pb <= page;
                  end
                  chapter <= cb;
                  pc <= instruction[5:0];
                end
              end
          endcase
          state <= STATE_FINISH;
        end
      STATE_FINISH:
        begin
          flag_s <= update_s;
          state <= STATE_FETCH_OP_0;
        end
      STATE_HALTED:
        begin
          state <= STATE_HALTED;
        end
      STATE_ERROR:
        begin
          state <= STATE_ERROR;
        end
    endcase
  end
end
endmodule
==> flow/run.sh <==
#!/bin/bash
# OpenROAD 26Q1-2900-gdf79404cd8, Yosys 0.63+post, stock flow scripts
make -C /OpenROAD-flow-scripts/flow DESIGN_CONFIG=/design/flow/config.mk WORK_HOME=/design/flow/orfs finish
==> flow/config.mk <==
export PLATFORM = sky130hd
export DESIGN_NAME = tms1100
export DESIGN_NICKNAME = tms1100
export VERILOG_FILES = /design/flow/design.v
export SDC_FILE = /design/flow/constraint.sdc
export NUM_CORES = 4
export LEC_CHECK = 1
export CORE_UTILIZATION = 40
export SYNTH_HDL_FRONTEND = slang
export SYNTH_MEMORY_MAX_BITS = 65536
==> flow/constraint.sdc <==
current_design tms1100

set clk_period 2.8
set clk_io_pct 0.2

create_clock -name clk0 -period $clk_period [get_ports {raw_clk}]

set non_clock_inputs [all_inputs -no_clocks]
set_input_delay [expr $clk_period * $clk_io_pct] -clock clk0 $non_clock_inputs
set_output_delay [expr $clk_period * $clk_io_pct] -clock clk0 [all_outputs]
==> results.cfg <==
; yosys + openroad results
[status]
outcome = completed

[power]
max-vdd-ir-drop_mv = 0.243
powerDensity_mw_per_mm2 = 253
power.static_leakage_nw = 1.02

[synthesis]
ys_types = 38
ys_seq_frac = 0.567
syn_area_per_cell_sq_um = 11.1
synthTopCellsByArea = edfxtp_1 33%, dfxtp_1 24%, buf_4 4.9%
synth_flop_count = 59
yosysTopAreaCellShare = 0.326
yosysWarnings = 0
synth_area_sq_mm = 0.00258
ys_cells = 232
synthCells = 232
top_area_cell = edfxtp_1
yosys_area_sq_mm = 0.00258

[timing]
setup_violations = 0
grt_setup_unrepaired = false
tightest_slew_ps = 929
slew_viol_final = 0
holdWs_ps = 402
untimed_endpoints = 65
fin_tns_setup_ps = 0
period_used_share = 0.577
fin_skew_ps = 7.29
clock.fmax_mhz = 619
hold_viol_final = 0
unclocked_regs = 31
min_period_ps = 1620
slew_headroom = 0.376

[die]
die_w_um = 82.3
row_count = 28
fp.dieH_um = 82.3
die_area_sq_mm = 0.00677
core_area_sq_mm = 0.00606
io_pins = 40
floorplanUtilization = 0.425

[drt]
drt_wl_total_mm = 3.74
diodes = 0
firstDrtPassIters = 5
vias_per_cell = 4.81
ant_nets = 0
drcViolationCount = 0
drt_iter0_drc = 67
wl_per_cell_um = 11.6
vias = 1550

[hold_path]
worst_hold_path_type = reg -> reg

[clocking]
cts_tree = done
root_buffer = clkbuf_8
postCtsHoldBufs = 0
htreeDepth = 1
cts_setup_buffers = 0
cts_buffers = 3
clkLatencyLatePin_ps = 270
clk_pin_slew_worst_paths_ps = 90
cts-resized-gates = 0
clockBufferDepth = 2

[setup_path]
cp.arrival_ps = 1060
crit_fanout = 1
cp_top_family = buffers and inverters
crit_path_start_kind = flip-flop
crit_path_top_delay_cell = clkdlybuf4s50_1
cp_cell_sequence = clkdlybuf4s50_1
crit_type = reg -> out
max_stage_delay_ps = 450
path_buffers = 1
required_ps = 2240
endpoint_kind = output pin

[layout]
fill_cells = 554
seqCellArea_sq_mm = 0.00146
area_delta_synth_final_pct = 11.2
drive_gt1_frac = 0.0729
combGateArea_sq_um = 985

[global_routing]
grt_max_degree = 33
met2_usage = 0.173
grt_overflow_total = 0
grtUsageTotal = 0.128
grt_pass1_wl_mm = 6.40
grt_busiest_layer = met1
antenna_found_initial = 0
use_met3 = 0.0178
use_met1 = 0.238
grt_pass1_vias = 1348

[run]
warnings = 31
drv_cap = 0

[placement]
gp_congestion = 0.829
dpl.hpwl_mm = 2.73
port_buffers = 21
==> per-stage QoR <==
step | utilization | worst slack [ps] | power, mW | cell area [sq um] | instances
final | 0.473 | 1180 | 0.724 | 2870 | 322
after global routing | 0.473 | 1120 | 0.755 | 2870 | 322
after CTS | 0.473 | 1170 | 0.731 | 2870 | 322
after detailed placement | 0.461 | 1490 | 0.423 | 2800 | 318
after global placement | 0.461 | 1490 | 0.424 | 2800 | 318
after floorplan | - | 1760 | 0.428 | 2620 | 244
==> layout make-up <==
class,instances,share of cell area
inverter,8,0.0105
clock inverter,1,0.0105
multi-input combinational,153,0.344
timing repair buffer,23,0.0786
sequential,59,0.510
clock buffer,3,0.0144
tap,75,0.0327
==> kinds of logic (layout without fill, tap and decap cells) <==
family          count (synthesis)  count (layout)  share of synthesized area
simple gates                   92              92                      0.202
flops                          59              59                      0.567
buf+inv                        32              35                     0.0713
xor+xnor                       22              22                     0.0747
compound gates                 17              17                     0.0442
fa+ha+maj                       6               6                     0.0281
mux                             3               3                     0.0116
other cells                     1              13                    0.00145
==> path summary, 6_finish.rpt <==
check               start            to  slack (ps)  depth (start not counted)
min reg2reg  clock_div[0]  clock_div[0]         400                          1
max reg2reg      count[2]      count[9]        1580                          4
max               leds[0]       leds[0]        1180                          1
min          clock_div[0]  clock_div[0]         400                          1
==> state kept, by name (all words and copies together) (netlist names) <==
| signal | count |
|---|---|
| clock_div | 6 |
| column | 4 |
| count | 10 |
| delay_loop | 15 |
| flag_s | 1 |
| leds | 8 |
| page | 2 |
| pb | 2 |
| pc | 6 |
| pins_o | 2 |
| state | 3 |
==> synthesized netlist by cell type <==
master	n
or3_1	1
clkbuf_1	7
or4b_1	1
maj3_1	1
nand3_1	9
ha_1	5
nand4_2	1
o21a_1	1
a22oi_1	1
or2_2	5
nor4_4	1
and3_1	3
and3_2	2
dfxtp_1	31
a211oi_2	1
xor2_1	12
conb_1	1
nand4_1	4
nor2_1	20
o221a_2	1
o21ai_0	4
nand4b_1	2
mux2i_1	3
edfxtp_1	28
xnor2_1	10
nand2_1	12
nand3b_1	4
nor3_1	6
nor3b_1	3
buf_4	17
and4_1	1
a21o_1	4
nor4_1	5
nor2b_1	2
a21oi_1	5
and2_1	4
inv_1	8
nand2b_1	6
==> cell usage in the layout (no fill, tap or decap), drive strengths merged, types with 4 or more instances in the layout <==
master / count
nor3: 6
or2: 5
conb: 13
nand2: 12
clkdlybuf4s50: 21
nand3: 9
xnor2: 10
o21ai: 4
ha: 5
a21o: 4
nor2: 20
a21oi: 5
and2: 4
dfxtp: 31
nand2b: 6
and3: 5
nand4: 5
nor4: 6
nand3b: 4
inv: 8
xor2: 12
edfxtp: 28
==> power by group <==
part	internal (mW)	switching, mW	total (mW)
combinational	0.00640	0.00749	0.0139
clock	0.191	0.119	0.310
sequential	0.400	0	0.400
total	0.598	0.126	0.724
==> metal layers <==
| layer | part of all wire | vias up |
|---|---|---|
| li1 | - | 799 |
| met1 | 0.52 | 708 |
| met2 | 0.42 | 38 |
| met3 | 0.040 | 5 |
| met4 | 0.011 | 0 |
| met5 | 0 | - |
Power figures rest on the tool's default switching activity, not on a simulated workload.
